===== ./config.mk =====
export PLATFORM = sky130hd
export DESIGN_NAME = MUX_3to1
export DESIGN_NICKNAME = MUX_3to1
export VERILOG_FILES = /design/flow/design.v
export SDC_FILE = /design/flow/constraint.sdc
export NUM_CORES = 4
export LEC_CHECK = 1
export CORE_AREA = 10 10 88 88
export DIE_AREA = 0 0 98 98

===== ./constraint.sdc =====
current_design MUX_3to1

set clk_period 3.2
set clk_io_pct 0.2

create_clock -name clk0 -period $clk_period

set non_clock_inputs [all_inputs -no_clocks]
set_input_delay [expr $clk_period * $clk_io_pct] -clock clk0 $non_clock_inputs
set_output_delay [expr $clk_period * $clk_io_pct] -clock clk0 [all_outputs]

===== ./design.v =====
module MUX_3to1(
               data0_i,
               data1_i,
               data2_i,
               select_i,
               data_o
               );
parameter size = 32;
input   [size-1:0] data0_i;          
input   [size-1:0] data1_i;
input   [size-1:0] data2_i;
input   [2-1:0]    select_i;
output  [size-1:0] data_o; 
assign data_o = (select_i == 2'b00) ? data0_i :
    ((select_i == 2'b01) ? data1_i : data2_i); 
endmodule      

===== ./run.sh =====
#!/bin/bash
# OpenROAD 26Q1-2900-gdf79404cd8, Yosys 0.63+post, stock flow scripts
make -C /OpenROAD-flow-scripts/flow DESIGN_CONFIG=/design/flow/config.mk WORK_HOME=/design/flow/orfs finish

==> impl_metrics.yaml <==
# yosys + openroad results
synth:
  ys_warn_count: 0
  syn_avg_cell_area_um2: 6.68
  yosys-stat-cells: 107
  synth.distinct_cells: 8
  synth_area_um2: 714
  area_leaders: "mux2i_1 45%, o21ai_1 20%, nand2_1 17%"
  largest_area_cell: "mux2i_1"
  ys_seq_share_pct: 0
  yosys.area.top_type_share_pct: 44.8
  yosysChipArea_um2: 714
  syn_inst: 107
timing:
  layout_setup_ws_ns: 0.743
  setup_tns_ns: 0
  finalSetupViolCount: 0
  tightest_slew_ns: 0.302
  final-max-slew-violation-count: 0
  post-route-period-util_pct: 76.8
  hold_viol: 0
  rsz0062_at_grt: "no"
  fmax_mhz: 407
  timing.slew.headroom_pct: 79.9
  min_period_ns: 2.46
layout:
  syn_to_final_growth_pct: 184
  mostFrequentLayoutCell: "clkdlybuf4s50_1"
  final_cell_mix: "128 x clkdlybuf4s50_1, 32 x mux2i_1, 32 x nand2_1"
  logic_area_um2: 608
  final_layout_size_suffix_gt1_share_pct: 3.06
  clock_buffers: 0
  flop-count: 0
  flop_area_um2: 0
  fill_cells: 636
place:
  hpwlAfterDp_um: 3680
  numPortBuffers: 130
  gp_congestion: 0.768
  place_ws_ns: 0.732
power_and_ir_drop:
  p_leak_nw: 0.831
  ir_drop_mv: 0.0628
  power_density_mw_per_mm2: 127
  p_switching_mw: 0.0647
  swShare_pct: 25.1
  pwr-share-comb_pct: 100.0
  clkPwrFrac_pct: 0
  intPower_mw: 0.194
  seq_power_share_pct: 0
floorplanning:
  dieArea_mm2: 0.00960
  die_h_um: 98
  ios: 130
  rows: 28
  fp_util_pct: 12.1
  die_w_um: 98
  core_mm2: 0.00592
detailed_routing:
  wl_um: 4210
  dr.pass1.iters: 3
  antennaDiodeCount: 0
  wire_per_inst_um: 13.8
  drt_iter0_markers: 13
  drc_errors: 0
  vias: 1161
  via_per_inst: 3.82
  antenna_left: 0
setup_path:
  cp_max_fo: 1
  cpPeakStageDelay_ns: 0.49
  crit_start: "data0_i[24]"
  arrival_ns: 1.82
  cp_data_required_time_ns: 2.56
  end_kind: "output pin"
  worst_path_max_delay_cell: "clkdlybuf4s50_1"
  crit_chain: "clkdlybuf4s50_1 -> mux2i_1 -> o21ai_1 -> clkdlybuf4s50_1"
  cp-start-kind: "primary input"
  critPathTopFamily: "buffers and inverters"
  path_buffers: 2
  cp_common_cell: "clkdlybuf4s50_1"
  path_class: "in -> out"
min_path:
  hold_class: "in -> out"
  hp-start: "select_i[1]"
clock_tree:
  ctsHoldBuffers: 0
  ctsResizeCount: 0
  post_cts_buffers: 0
global_route:
  grt_pass1_wl_um: 6670
  gr-usage-all-layers_pct: 8.19
  antenna_found_initial: 0
  grt_pass1_vias: 1201
  grt_max_degree: 34
  overflow: 0
outcome:
  status: "finished clean"
job:
  warnings: 32
  cap_violations: 0
==> worst min-delay path, delay by kind of cell <==
family / cells / cell delay (ns)
buffers and inverters: 3 / 0.72
and+or+nand+nor: 1 / 0.08
AOI/OAI and AO/OA: 1 / 0.05
==> path summary, 6_finish.rpt <==
path | to | cells past startpoint
max | data_o[24] | 4
min | data_o[22] | 5
==> cells by family after synthesis <==
kind of cell    Yosys count  synth area share [%]
compound gates           32                  23.5
mux                      32                  44.8
buf+inv                  11                  14.9
simple gates             32                  16.8
==> through the flow <==
step	instances	total power [mW]	hold slack [ns]	utilization, %	area [um^2]
finish	304	0.258	2.14	34.3	2030
global route	304	0.284	2.20	34.3	2030
CTS	304	0.264	2.16	34.3	2030
detailed placement	304	0.263	2.16	34.3	2030
global placement	304	0.261	2.17	34.3	2030
floorplan	107	0.0724	1.34	-	714
==> layer usage <==
metal / track usage (%) / up-vias / wire length (um)
met3: 3.91 / 0 / 537
met5: 0 / - / 0
met2: 13.8 / 79 / 1840
met1: 9.81 / 462 / 1830
li1: - / 620 / -
met4: 0 / 0 / 0
==> power by group through the flow <==
stage	registers (mW)	logic [mW]	clock network, mW
after CTS	0	0.264	0
after global routing	0	0.284	0
final	0	0.258	0
==> Yosys cell counts (all sizes together) <==
cell / number
buf: 11
mux2i: 32
nand2: 32
o21ai: 32
==> area by class of cell <==
cell class / count / area share (%)
Timing Repair Buffer: 133 / 65.4
Tap cell: 75 / 4.63
Multi-Input combinational cell: 96 / 30.0
No activity file was given, so power comes from the tool's default toggle rates.
