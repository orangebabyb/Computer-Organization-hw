[config.mk]
export PLATFORM = sky130hd
export DESIGN_NAME = ALU
export DESIGN_NICKNAME = ALU
export VERILOG_FILES = /design/flow/design.v
export SDC_FILE = /design/flow/constraint.sdc
export NUM_CORES = 4
export LEC_CHECK = 1
export CORE_UTILIZATION = 30
[constraint.sdc]
current_design ALU

set clk_period 18.4
set clk_io_pct 0.2

create_clock -name clk0 -period $clk_period

set non_clock_inputs [all_inputs -no_clocks]
set_input_delay [expr $clk_period * $clk_io_pct] -clock clk0 $non_clock_inputs
set_output_delay [expr $clk_period * $clk_io_pct] -clock clk0 [all_outputs]
[design.v]
`timescale 1ns/1ps
`timescale 1ns/1ps
`timescale 1ns/1ps
module MUX_2to1(
	input      src1,
	input      src2,
	input	   select,
	output reg result
	);
always @* 
begin
    case (select)
        1'b0: result = src1;
        1'b1: result = src2;
    endcase
end
endmodule
`timescale 1ns/1ps
module MUX_4to1(
	input			src1,
	input			src2,
	input			src3,
	input			src4,
	input   [2-1:0] select,
	output reg		result
	);
always @* 
begin
    case (select)
        2'b00: result = src1;
        2'b01: result = src2;
		2'b10: result = src3;
        2'b11: result = src4;
    endcase
end
endmodule
module ALU_1bit(
	input				src1,        
	input				src2,        
	input				less,        
	input 				Ainvert,     
	input				Binvert,     
	input 				cin,         
	input 	    [2-1:0] operation,   
	output reg          result,      
	output reg          cout         
	);
    wire A, B;
    wire and_, or_, sum_;
    wire out;
    MUX_2to1 A_mux (
        .src1(src1),
        .src2(~src1),
        .select(Ainvert),
        .result(A)
    );
    MUX_2to1 B_mux (
        .src1(src2),
        .src2(~src2),
        .select(Binvert),
        .result(B)
    );
    assign and_ = A & B;
    assign or_  = A | B;
    assign sum_ = A ^ B ^ cin;
    MUX_4to1 result_mux (
        .src1(or_),
        .src2(and_),
        .src3(sum_),
        .src4(less),
        .select(operation),
        .result(out)
    );
    always @* 
	begin
        result = out;   
        if (operation == 2'b10)
            cout = (A & B) | (A & cin) | (B & cin);  
        else
            cout = 0;
    end
endmodule
module ALU(
	input                   rst_n,          
	input	     [32-1:0]	src1,           
	input	     [32-1:0]	src2,           
	input 	     [ 4-1:0] 	ALU_control,    
	output reg   [32-1:0]	result,         
	output reg              zero,           
	output reg              cout,           
	output reg              overflow        
	);
	wire [31:0] carry;
    wire [31:0] alu_result;
    wire        set;
    wire Ainvert = ALU_control[3];
	wire Binvert = ALU_control[2];
    wire [1:0] operation = ALU_control[1:0];
    generate
        for (genvar i = 0; i < 32; i = i + 1) 
		begin : alu_gen
            wire less, cin;
    		assign less = (i == 0) ? set : 1'b0;
    		assign cin  = (i == 0) ? Binvert : carry[i - 1];
            ALU_1bit alu_i (
                .src1(src1[i]),
                .src2(src2[i]),
                .less(less),
                .Ainvert(Ainvert),
                .Binvert(Binvert),
                .cin(cin),
                .operation(operation),
                .result(alu_result[i]),
                .cout(carry[i])
            );
        end
    endgenerate
	wire [31:0] diff = src1 + (~src2) + 1;
	wire overflow_flag = carry[31] ^ carry[30];
	assign set = diff[31] ^ overflow_flag;
    always @* 
	begin
        if (!rst_n) 
		begin
            result = 32'h00000000;
            zero = 0;
            cout = 0;
            overflow = 0;
        end 
		else
		begin
            result = alu_result;
            zero = (alu_result == 32'h00000000);
            if (operation == 2'b10) 
			begin
            	cout     = carry[31];
            	overflow = carry[31] ^ carry[30];  
        	end 
			else 
			begin
            	cout     = 0;
            	overflow = 0;
        	end
        end
    end
endmodule
[run.sh]
#!/bin/bash
# OpenROAD 26Q1-2900-gdf79404cd8, Yosys 0.63+post, stock flow scripts
make -C /OpenROAD-flow-scripts/flow DESIGN_CONFIG=/design/flow/config.mk WORK_HOME=/design/flow/orfs finish
==> results.sh <==
# flow metrics
export IMPL_outcome="finished with violations"
export IMPL_violations="setup timing"
export IMPL_fmax_mhz=42.0
export IMPL_hpwl_mm=8.76
export IMPL_cp_max_fo=4
export IMPL_crit_slowest_cell="fa_1"
export IMPL_fp_util=0.306
export IMPL_ant_nets=0
export IMPL_peakVddDrop_mv=0.0123
export IMPL_layout_setup_ws_ns=-5.40
export IMPL_synth_cell_types=39
export IMPL_synth_area_mux_share=0.0686
export IMPL_setup_violations_final=14
export IMPL_startpoint="ALU_control[3]"
export IMPL_die_w_um=121
export IMPL_rsz0062_at_grt="true"
export IMPL_fin_cells=835
export IMPL_wl_mm=10.6
export IMPL_worstPathRequired_ns=14.72
export IMPL_grt_overflow=0
export IMPL_ys_area_um2=4230
export IMPL_topCombFamilyByArea="adder cells"
export IMPL_max_cap_violations=0
export IMPL_finalWorstPathRequiredPeriod_ns=23.80
export IMPL_areaGrowthSynthToFinish_pct=47.2
export IMPL_ios=104
export IMPL_dp_cells=827
export IMPL_dieArea_um2=14600
export IMPL_p_leak_uw=0.00323
export IMPL_n_clock_buffer=0
export IMPL_routed_via_density=4.45
export IMPL_avgSynthCellArea_um2=8.29
export IMPL_nFillCells=1288
export IMPL_fp_row_count=43
export IMPL_grt_antenna_before_repair=1
export IMPL_seqCellArea_um2=0
export IMPL_top_layer="met3"
export IMPL_synthCells=511
export IMPL_grt_pass1_vias=3680
export IMPL_yosys_area_share_simple=0.152
export IMPL_log_warning_count=98
export IMPL_wl_met1_mm=5.15
export IMPL_cellPowerDensity_nw_per_um2=28.3
export IMPL_synthesis_area_um2=4230
export IMPL_period_used=1.29
export IMPL_wl_per_cell_um=12.6
export IMPL_lay_top_count="inv_1"
export IMPL_max_stage_delay_ns=0.41
export IMPL_max_slew_margin=0.534
export IMPL_ys_sh_aoi=0.107
export IMPL_num_vias=3716
export IMPL_pre_cts_slack_ns=-6.33
export IMPL_final_cell_mix="95 x inv_1, 94 x ha_1, 84 x clkdlybuf4s50_1, 64 x xor2_1, 64 x buf_4"
export IMPL_critPathArrivalTime_ns=20.12
export IMPL_cp_start_kind="input port"
export IMPL_grt_max_degree=38
export IMPL_hold_buffers=0
export IMPL_hold_viol_final=0
export IMPL_grt_use_total=0.152
export IMPL_dieHeight_um=121
export IMPL_logic_area_um2=4190
export IMPL_crit_path_end="zero"
export IMPL_core_area_um2=13800
export IMPL_yosys_warnings=4
export IMPL_ys_sh_xor=0.139
export IMPL_criticalPathCategory="in -> out"
export IMPL_slew_viol_final=0
export IMPL_grt_pass1_wl_mm=17.6
export IMPL_crit_path_end_kind="output pin"
export IMPL_ys_seq_frac=0
export IMPL_worst_pin_slew_ns=0.681
export IMPL_met3_length_um=426
export IMPL_first_pass_iters=4
export IMPL_drcViolationCount=0
export IMPL_port_buffers=104
export IMPL_yosysCellCount=511
export IMPL_tns_ns=-42.74
export IMPL_drtIter0Drc=69
export IMPL_place_congestion=0.824
export IMPL_hold_path_class="in -> out"
export IMPL_nFlopsAndLatches=0
export IMPL_met2_length_mm=4.98
export IMPL_drive_gt1_frac=0.257
export IMPL_adder_share=0.424
synth_stat cells (all sizes together) (2+ instances only):
library cell	n	area, um2
inv	96	360
ha	94	1180
xor2	65	569
fa	31	621
nand2b	31	194
mux2i	29	290
nor2b	23	144
a22oi	16	120
and2	15	93.8
clkbuf	14	52.6
a21oi	13	65.1
a22o	13	114
buf	11	53.8
nand2	11	41.3
nand4	10	62.6
nor2	6	22.5
nor4	5	43.8
o21ai	4	20.0
and3	3	18.8
a211oi	2	15.0
a21o	2	15.0
a221o	2	20.0
o211ai	2	15.0
xnor2	2	17.5
report_power, final:
group	leakage, uW	total [uW]	internal (uW)	switching, uW
logic	0.00323	176	94.7	81.5
clock network	0.00000000634	0.00000727	0.00000727	0
registers	0	0	0	0
cell type report:
class / count / area share
Antenna cell: 1 / 0.000401
Inverter: 96 / 0.0578
Multi-Input combinational cell: 390 / 0.671
Tap cell: 180 / 0.0361
Timing Repair Buffer: 168 / 0.234
timing repair:
item                                    in CTS  in global routing
gates resized                               49                 29
pin swaps                                   21                 18
setup buffers                               13                  4
endpoints found under the setup margin      15                 15
critical path: cells and delay by family:
kind	cells	cell delay (ns)
AOI/OAI and AO/OA	2	0.40
buffers and inverters	2	0.27
and+or+nand+nor	36	4.99
adders and majority gates	31	10.61
xor gates and xnor gates	1	0.13
layer usage:
metal,vias to the layer above,GRT usage
met5,-,0
li1,1918,-
met1,1733,0.225
met3,0,0.0116
met2,65,0.261
met4,0,0
per-stage QoR:
stage / hold slack, ns / area, um2 / total power (uW) / util
2_1_floorplan: 7.42 / 4600 / 102 / -
3_3_place_gp: 8.55 / 6110 / 169 / 0.442
3_5_place_dp: 8.56 / 6110 / 171 / 0.442
4_1_cts: 8.06 / 6260 / 180 / 0.452
5_1_grt: 8.09 / 6230 / 200 / 0.451
6_report: 8.06 / 6230 / 176 / 0.451
kinds of logic (layout without fill, tap and decap cells):
| kind of cell | Yosys count | count (layout) |
|---|---|---|
| and+or+nand+nor | 107 | 107 |
| xor gates and xnor gates | 67 | 67 |
| muxes | 29 | 29 |
| adders and majority gates | 125 | 125 |
| buffers and inverters | 121 | 264 |
| other | 0 | 1 |
| AOI/OAI and AO/OA | 62 | 62 |
worst min path at each step:
stage | start | to | slack [ns] | cells past startpoint
final | ALU_control[0] | zero | 8.06 | 6
after global routing | ALU_control[0] | zero | 8.09 | 6
after CTS | ALU_control[0] | zero | 8.06 | 6
Power and IR drop assume default switching activity.
